==> /design/flow/config.mk <==
export PLATFORM = sky130hd
export DESIGN_NAME = router_synchronizer
export DESIGN_NICKNAME = router_synchronizer
export VERILOG_FILES = /design/flow/design.v
export SDC_FILE = /design/flow/constraint.sdc
export NUM_CORES = 4
export LEC_CHECK = 1
export CORE_AREA = 10 10 99 99
export DIE_AREA = 0 0 109 109
==> /design/flow/constraint.sdc <==
current_design router_synchronizer

set clk_period 2.0
set clk_io_pct 0.2

create_clock -name clk0 -period $clk_period [get_ports {clock}]

set non_clock_inputs [all_inputs -no_clocks]
set_input_delay [expr $clk_period * $clk_io_pct] -clock clk0 $non_clock_inputs
set_output_delay [expr $clk_period * $clk_io_pct] -clock clk0 [all_outputs]
==> /design/flow/design.v <==
module router_synchronizer(clock,resetn,detect_add,write_enb_reg,
									write_enb,data_in,empty_0,empty_1,empty_2,
									read_enb_0,read_enb_1,read_enb_2,
									full_0,full_1,full_2,fifo_full,
									vld_out_0,vld_out_1,vld_out_2,
									soft_reset_0,soft_reset_1,soft_reset_2);
input clock,resetn,detect_add,write_enb_reg,empty_0,empty_1,empty_2,read_enb_0,read_enb_1,read_enb_2,full_0,full_1,full_2;
input [7:0]data_in;
output reg [2:0]write_enb;
output reg fifo_full,soft_reset_0,soft_reset_1,soft_reset_2;
output wire vld_out_0,vld_out_1,vld_out_2;
reg [1:0]temp_addr;
reg [4:0]count_0,count_1,count_2;
always@(posedge clock)
begin
if(!resetn)
temp_addr <= 2'd0;
else if(detect_add)
temp_addr <= data_in;
else
temp_addr <= temp_addr;
end
always@(*)
begin
	if(write_enb_reg)
		begin
			case(temp_addr)
				2'b00: write_enb = 3'b001;
				2'b01: write_enb = 3'b010;
				2'b10: write_enb = 3'b100;
				default: write_enb = 3'b000;
			endcase
		end
	else
	write_enb = 3'b000;
end
always@(*)
	begin
		case(temp_addr)
			2'b00: fifo_full = full_0; 
			2'b01: fifo_full = full_1; 
			2'b10: fifo_full = full_2;
			default fifo_full = 0;
		endcase
	end
assign vld_out_0 = ~empty_0;
assign vld_out_1 = ~empty_1;
assign vld_out_2 = ~empty_2;
always@(posedge clock)
begin
 if(!resetn)
	 begin
	 count_0 <= 5'd0;
	 soft_reset_0 <= 1'b0;
	 end
 else if(vld_out_0)
	 begin
		if(!read_enb_0)
			 begin
				if(count_0 == 5'd29) 
					 begin
						soft_reset_0 <= 1'b1;
						count_0 <= 5'd0;
					end
				else
					 begin
						count_0 <= count_0 + 1'b1;
						soft_reset_0 <= 1'b0;
					 end
				end
		else 
			count_0 <= 5'd0;
	end
else 
	count_0 <= 5'd0;
end
always@(posedge clock)
begin
 if(!resetn)
	 begin
	 count_1 <= 5'd0;
	 soft_reset_1 <= 1'b0;
	 end
 else if(vld_out_1)
	 begin
		if(!read_enb_1)
			 begin
				if(count_1 == 5'd29)
					 begin
						soft_reset_1 <= 1'b1;
						count_1 <= 5'd0;
					end
				else
					 begin
						count_1 <= count_1+1'b1;
						soft_reset_1 <= 1'b0;
					 end
				end
		else 
			count_1 <= 5'd0;
	end
else 
	count_1 <= 5'd0;
end
always@(posedge clock)
begin
 if(!resetn)
	 begin
	 count_2 <= 5'd0;
	 soft_reset_2<=1'b0;
	 end
 else if(vld_out_2)
	 begin
		if(!read_enb_2)
			 begin
				if(count_2 == 5'd29)
					 begin
						soft_reset_2 <= 1'b1;
						count_2 <= 5'd0;
					end
				else
					 begin
						count_2 <= count_2+1'b1;
						soft_reset_2 <= 1'b0;
					 end
				end
		else 
			count_2 <= 5'd0;
	end
else 
	count_2 <= 5'd0;
end
endmodule
==> /design/flow/run.sh <==
#!/bin/bash
# OpenROAD 26Q1-2900-gdf79404cd8, Yosys 0.63+post, stock flow scripts
make -C /OpenROAD-flow-scripts/flow DESIGN_CONFIG=/design/flow/config.mk WORK_HOME=/design/flow/orfs finish
==> run notes <==
fresh numbers from the pnr run: CP bufs+invs 2, Slowest-stage cell, CP clkdlybuf4s50_1, Worst Setup EP fifo_full, Num CTS Buffers 3, worst r2r src count_2[1], syn avg cell area 9.54 µm², TNS Setup 0 ns, FA/HA/MAJ Cells, Area Fraction slightly below 9%, status finished clean, Max-cap violations 0, PnR worst setup slack 0.0658 ns, total tool warning count 34, Clock Latency Late Sink 0.25 ns, H-Tree Depth 1, largest net degree at the start of global routing 13, CTS max path bufs 2, crit end category primary output, Synth logic family simple AND/OR/NAND/NOR gates, Worst Setup Start Kind primary input, Simple-Gate Fraction of Synth Area 23.5%, xor+xnor area frac 9.39%, Req. time, crit path about 1.6 ns, crit path max fanout 1, critical path depth in cells 4, 1st-iter DRT viols 26, distinct lib cells 18, drt first pass iters 3, final clock skew between 0.0007 and 0.0008 ns, Slew Limit Fails 0, HP Class flop to flop, Layout area overhead 52.9%, fill count 846, initial antenna violation count 0, routability congestion estimate 0.781, slew at the pin closest to its max-slew limit about 0.34 ns, pre-CTS WS 0.0478 ns, Worst Hold Launch count_1[0], Routed Antenna Nets 0, met1 Use GR 3.73%, clock network fraction of total power between 40 and 50%, CTS tree built, Post-Synthesis Cell Area 840 µm², first-pass GRT wire length 3060 µm, wirelength, routed 1790 µm, gr busiest metal met2, setup repair bufs after CTS 0, flops out of synthesis 20, RSZ-0062 raised after global routing false, Reg power frac 46.7%, Reg2Reg Setup Slack roughly 0.96 ns, Final min period just under 2 ns, hpwl dp 1400 µm, logic area between 400 and 500 µm², share of layout cells above drive strength 1 9.48%, final setup fails 0, CP max stage delay 0.49 ns, YS warnings 1, global route overflow 0, met3 Usage GRT 1.73%, AO/OA Area Share 4.17%, placed cells 214, DR vias 657, combinational share of power a little under a tenth, I/O pins 31, hold buffer count at CTS 0, Power Dens Cells 693 nW/µm², Lkg Pwr between 0.4 and 0.5 nW, maximum clock rate ~520 MHz, vias in the first global route 670, Non-Filler Instances 218, crit-path leading delay family buffers and inverters, yosys stat chip area 840 µm², final period utilization 96.7%, CTS clk-pin slew, worst paths ~0.080 ns, FF-to-FF path depth 5, port bufs 24, relative slew slack 77.0%, Avg Vias per Cell around 3, GRT Overall Usage ~3%, Final Hold Fails 0, mux share 3.58%, antenna cells 0, Yosys Instances 88, synthesized instance count around 88, Top cell by count, worst path clkdlybuf4s50_1, Cell Chain, Critical Path clkdlybuf4s50_1, mux2i_1, o21ai_0, clkdlybuf4s50_1, DR DRC count 0, M2 GR Usage 4.76%, num rows 32, Power, Total between 0.8 and 0.9 mW, area occupied by registers about 400 µm², worst reg2reg endpoint count_2[2], CTS Sinks 20, core area between 7000 and 8000 µm², cell area after layout approximately 1300 µm², die height between 100 and 150 µm, chip area 11900 µm², wire per inst 8.20 µm, Root Driver clkbuf_8, crit path from full_1, internal power about 0.73 mW, NetSw 0.160 mW, class of the most critical setup path primary input to primary output, FP Util 10.9%, chip width 109 µm, Sw Share 17.9%, register share after synthesis 47.7%, Placed Area 1210 µm², Worst Path Arrival 1.53 ns, VDD IR max about 0.24 mV
worst min path at each step:
stage,end,slack [ns],cells after the start
CTS,count_2[0],0.47,1
global route,count_0[0],0.49,1
finish,count_1[0],0.47,1
layout make-up:
| class | instances | share of cell area [%] |
|---|---|---|
| Clock buffer | 3 | 3.22 |
| Tap cell | 102 | 9.94 |
| Inverter | 6 | 1.75 |
| Timing Repair Buffer | 24 | 18.7 |
| Multi-Input combinational cell | 62 | 32.8 |
| Sequential cell | 20 | 31.2 |
| Clock inverter | 1 | 2.34 |
registers in the layout, indices dropped and copies added, names as in the netlist:
name          flops
soft_reset_0      1
count_0           5
count_2           5
soft_reset_1      1
count_1           5
soft_reset_2      1
temp_addr         2
layer usage:
metal | wire, µm | vias to the layer above
li1 | - | 348
met1 | 855 | 287
met2 | 701 | 22
met3 | 230 | 0
met4 | 0 | 0
met5 | 0 | -
worst reg2reg max path, cell delays in order (launching register included):
cell and delay, ns:
dfxtp_1 0.35, inv_1 0.05, ha_1 0.17, nand4_1 0.12
nand3_2 0.14, nor2_1 0.14
metrics by stage:
| stage | hold slack, ns | util (%) |
|---|---|---|
| after CTS | 0.472 | 16.5 |
| final | 0.472 | 16.6 |
| after floorplan | 0.433 | - |
| after detailed placement | 0.456 | 15.6 |
| after global placement | 0.450 | 15.6 |
| after global routing | 0.492 | 16.6 |
cells in the mapped netlist (all sizes together):
master	instances	area [µm²]
dfxtp	20	400
nor2	19	78.8
nand3	9	60.1
ha	6	75.1
inv	6	22.5
xor2	6	52.6
o21ai	4	20.0
a21oi	3	15.0
mux2i	3	30.0
nand4	3	18.8
xnor2	3	26.3
nor2b	2	12.5
and3b	1	8.76
nand2	1	3.75
nand3b	1	7.51
nor3b	1	7.51
cells by family after synthesis:
group,after synthesis
AND/OR/NAND/NOR,37
flip-flops,20
XOR/XNOR,9
AND-OR/OR-AND,7
buffers and inverters,6
adder cells (fa/ha/maj),6
multiplexers,3
layout by cell type, fill, tap and decap left out:
cell / count
nand3_1: 6
o21ai_0: 4
nand2_1: 1
ha_1: 6
nor2_2: 3
and3b_1: 1
nand3_2: 3
dfxtp_1: 20
clkbuf_8: 3
mux2i_1: 3
nor2b_1: 2
bufinv_16: 1
clkdlybuf4s50_1: 24
nor2_1: 16
nand4_1: 3
a21oi_1: 3
nand3b_1: 1
xnor2_1: 3
inv_1: 6
xor2_1: 6
nor3b_2: 1
what timing repair did:
item	in CTS	in global routing
resized	0	1
endpoints found under the setup margin	0	1
endpoints found under the hold margin	0	0
power by group through the flow:
stage                 combinational, mW  sequential [mW]  clock [mW]
after CTS                        0.0823            0.415       0.404
after global routing             0.0903            0.417       0.424
final                            0.0808            0.415       0.394
Power and IR drop assume default switching activity.
