==> flow/design.v <==
module fsm_control(clock,resetn,pkt_valid,
						 data_in,parity_done,low_packet_valid,
						 fifo_full,fifo_empty_0,fifo_empty_1,fifo_empty_2,
						 soft_reset_0,soft_reset_1,soft_reset_2,
						 write_enb_reg,detect_add,ld_state,laf_state,
						 lfd_state,full_state,rst_int_reg,busy);
 input clock,resetn,pkt_valid,parity_done,low_packet_valid,
 fifo_full,fifo_empty_0,fifo_empty_1,fifo_empty_2,
 soft_reset_0,soft_reset_1,soft_reset_2;
 input [1:0] data_in;
 output write_enb_reg,detect_add,ld_state,laf_state,
 lfd_state,full_state,rst_int_reg,busy;
 localparam decode_address = 3'b000,  
				wait_till_empty = 3'b001,  
				load_first_data = 3'b010,  
				load_data = 3'b011,  
				load_parity = 3'b100,  
				fifo_full_state = 3'b101,  
				load_after_full = 3'b110,  
				check_parity_error = 3'b111;  
reg [2:0] present_state, next_state;
reg [1:0] temp;
 always@(posedge clock)
begin
 if(~resetn)
temp <= 2'b0;
 else if(detect_add) 
temp <= data_in;
end
 always@(posedge clock)
		begin
		 if(!resetn)
		 present_state <= decode_address;
		 else if ((soft_reset_0) || (soft_reset_1) || (soft_reset_2))
		 present_state <= decode_address;
		 else
		 present_state <= next_state;
		end
 always@(*)
begin
 case(present_state)
		decode_address : begin
								 if((pkt_valid && (data_in==2'b00) && fifo_empty_0)||
									 (pkt_valid && (data_in==2'b01) && fifo_empty_1)||
									 (pkt_valid && (data_in==2'b10) && fifo_empty_2))
									 next_state = load_first_data;
								 else if((pkt_valid && (data_in==2'b00) && !fifo_empty_0)||
											 (pkt_valid && (data_in==2'b01) && !fifo_empty_1)||
											 (pkt_valid && (data_in==2'b10) && !fifo_empty_2))
											next_state = wait_till_empty;
								 else
								 next_state = decode_address; 
								 end
		load_first_data : begin
								 next_state = load_data;
								 end
		wait_till_empty : begin
								 if((fifo_empty_0 && (temp==0))||
										(fifo_empty_1 && (temp==1))||
											(fifo_empty_2 && (temp==2)))
												next_state=load_first_data;
								 else
												next_state=wait_till_empty;
								 end
		load_data : begin
						 if(fifo_full==1'b1)
							next_state=fifo_full_state;
						 else
							 begin
							 if (!fifo_full && !pkt_valid)
									next_state=load_parity;
							 else
									next_state=load_data;
							 end
						 end
		fifo_full_state : begin
								 if(fifo_full==0)
										next_state=load_after_full;
								 else
										next_state=fifo_full_state;
							 end
		load_after_full : begin
								 if(!parity_done && low_packet_valid)
										next_state=load_parity;
								 else if(!parity_done && !low_packet_valid)
										next_state=load_data;
								 else if(parity_done==1'b1)
											next_state=decode_address;
									else
											next_state=load_after_full;
								 end
		 load_parity : begin
								next_state=check_parity_error;
							end
		check_parity_error : begin
										 if(!fifo_full)
												next_state=decode_address;
										 else
												next_state=fifo_full_state;
										 end
		default :
						next_state = next_state;
	endcase
end
assign busy=((present_state==load_first_data)||
					(present_state==load_parity)||
					 (present_state==fifo_full_state)||
					(present_state==load_after_full)||
					 (present_state==wait_till_empty)||
					(present_state==check_parity_error))?1'b1:1'b0;
assign write_enb_reg=( 
								(present_state==load_data)||
							 (present_state==load_after_full)||
							 (present_state==load_parity))?1'b1:1'b0;
assign ld_state =((present_state==load_data))?1'b1:1'b0;
assign detect_add =((present_state==decode_address))?1'b1:1'b0;
assign lfd_state =((present_state==load_first_data))?1'b1:1'b0;
assign full_state =((present_state==fifo_full_state))?1'b1:1'b0;
assign laf_state =((present_state==load_after_full))?1'b1:1'b0;
assign rst_int_reg=((present_state==check_parity_error))?1'b1:1'b0;
endmodule
==> flow/run.sh <==
#!/bin/bash
# OpenROAD 26Q1-2900-gdf79404cd8, Yosys 0.63+post, stock flow scripts
make -C /OpenROAD-flow-scripts/flow DESIGN_CONFIG=/design/flow/config.mk WORK_HOME=/design/flow/orfs finish
==> flow/config.mk <==
export PLATFORM = sky130hd
export DESIGN_NAME = fsm_control
export DESIGN_NICKNAME = fsm_control
export VERILOG_FILES = /design/flow/design.v
export SDC_FILE = /design/flow/constraint.sdc
export NUM_CORES = 4
export LEC_CHECK = 1
export CORE_AREA = 10 10 70 70
export DIE_AREA = 0 0 80 80
==> flow/constraint.sdc <==
current_design fsm_control

set clk_period 2.3
set clk_io_pct 0.2

create_clock -name clk0 -period $clk_period [get_ports {clock}]

set non_clock_inputs [all_inputs -no_clocks]
set_input_delay [expr $clk_period * $clk_io_pct] -clock clk0 $non_clock_inputs
set_output_delay [expr $clk_period * $clk_io_pct] -clock clk0 [all_outputs]
==> out/metrics.sh <==
YOSYS-STAT-AREA_UM2=463
WORSTPATHREQUIRED_NS=1.84
SYNTH_FLOPS=10
WORST_SKEW_PAIR.LATE_LATENCY_NS=0.25
SYNTHESIS.AREA_UM2=463
CTS.SINKS=10
HOLDBUFCOUNTCTS=0
LARGEST_NET_DEGREE_AT_THE_START_OF_GLOBAL_ROUTING=7
CTS_MADE_BUFFERS=3
AVGROUTEDWIREPERCELL_UM=11.3
SYNTH.TOP_CELL.AREA_SHARE=0.432
GRT_FIRST_PASS_WIRELENGTH_MM=2.21
H_TREE_LEVELS=1
COMBINED_AREA_OF_THE_MULTI_INPUT_LOGIC_CELLS_UM2=255
VIAS=470
IO_PINS=22
ENABLE_FLOP_CELLS=0
PLACED_CELLS=116
DIEWIDTH_UM=80
DRIVE_GT1_FRAC=0.0822
DRT_PRE_ANTENNA_ITERS=6
IR_DROP_uV=107
POST_SYNTHESIS_AVERAGE_CELL_AREA_UM2=9.64
ANTENNA-DIODE-COUNT=0
INTERNAL_POWER_uW=268
R2R.WORST_PATH.CELLS=3
POWER.STATIC_LEAKAGE_nW=0.294
GRT_ANTENNA_BEFORE_REPAIR=0
PLACE_HPWL_MM=1.14
GP_CONGESTION=0.788
LAYOUT.CELLS.MOST_COMMON_LIST='sky130_fd_sc_hd__clkdlybuf4s50_1 (21), sky130_fd_sc_hd__dfxtp_1 (10), sky130_fd_sc_hd__mux2i_1 (5)'
TIMING.FMAX_MHz=542
CTS-ROOT-BUF='sky130_fd_sc_hd__clkbuf_4'
FILLER_CELL_COUNT=374
HOLD_DEPTH=1
CAP_VIOL_MAX_COUNT=0
MAX-CLOCK-PATH-BUFFERS=2
STATUS='complete, no violations'
YS_ASYNC_SR_FRACTION=0
AREA_GROWTH_FROM_SYNTHESIS_TO_LAYOUT_PCT=64.3
FIRST_GLOBAL_VIAS=496
FINAL_ANTENNA_NET_COUNT=0
MAXSLEWHEADROOM=0.821
P_SW_FRAC=0.206
CLOCK_TREE_FROM_TRITONCTS='done'
WORST_HOLD_PATH_TYPE='reg -> reg'
ROUTE.DETAILED.DRC=0
CLOCK-SKEW-FINAL_NS=0.00215
COMBPWRFRAC=0.149
YOSYSTOPAREACELL='sky130_fd_sc_hd__dfxtp_1'
FLOORPLAN.INITIALDENSITY=0.136
FINALNONFILLERCELLS=119
POST_SYNTH_INST_COUNT=48
YS_CELLS=48
FINALHOLDVIOLCOUNT=0
DIE_H_UM=80
SETUP.WORST_PATH.CLASS='reg -> out'
END_KIND='output pin'
YS_TYPES=24
SETUP_VIOL_COUNT_FINAL=0
CLKTRANSATPATHREGS_NS=0.06
CHIPAREA_UM2=6400
YOSYSSEQAREASHARE=0.432
LAYOUT_TOP_CELL_EXCL_FILL_TAP='sky130_fd_sc_hd__clkdlybuf4s50_1'
FLOORPLAN.ROWS=21
DRT_WL_TOTAL_MM=1.34
SEQUENTIALPOWERSHARE=0.528
YS_TOP_CELLS_BY_AREA='sky130_fd_sc_hd__dfxtp_1 (43%), sky130_fd_sc_hd__mux2i_1 (11%), sky130_fd_sc_hd__nand3b_1 (6.5%)'
WARNING_COUNT=25
WORSTPATHMAXFANOUT=5
DRT_FIRST_ITER_VIOLATIONS=12
P_PER_AREA_nW_PER_UM2=444
DOMINANTREGCELLSYNTH='sky130_fd_sc_hd__dfxtp_1'
P_SW_uW=69.4
GRT_OVERFLOW_TOTAL=0
CTS_POST_SETUP_BUFFERS_INSERTED=0
CRITPATHARRIVALTIME_NS=1.39
TIGHTEST_SLEW_NS=0.267
CTS_RESIZED=0
SYNTHESIS.YOSYS.WARNINGS=1
AVGVIACOUNTPERCELL=3.95
IO_BUFFERS=21
POWER_FRAC_CLOCK=0.323
REGAREA_UM2=200
GRTUSAGETOTAL=0.0419
RSZ0062_AT_GRT='no'
FP.COREAREA_UM2=3420
FINAL_DESIGN_AREA_NO_FILL_UM2=761
FINAL-MAX-SLEW-VIOLATION-COUNT=0
POST-ROUTE-MIN-PERIOD_NS=1.85
START_KIND='flip-flop'
SETUP_TOTAL_NEGATIVE_SLACK_NS=0
PLACEMENT.CELL_AREA_UM2=738
FIN_CRIT_SH=0.803
## metal layers
| layer | GRT usage | wire (um) |
|---|---|---|
| met1 | 0.0555 | 653 |
| met2 | 0.0562 | 488 |
| met3 | 0.0261 | 173 |
| met4 | 0.00880 | 24 |
| met5 | 0 | 0 |
## cell families after synthesis
logic type | count (synthesis) | share of synthesized area
AOI/OAI and AO/OA | 10 | 0.159
buffers and inverters | 2 | 0.0162
DFF | 10 | 0.432
muxes | 5 | 0.108
and+or+nand+nor | 21 | 0.284
## metrics by stage
stage	total power, mW	utilization	worst slack (ns)	hold slack [ns]
finish	0.338	0.223	0.454	0.495
global route	0.360	0.223	0.373	0.522
CTS	0.343	0.223	0.441	0.495
detailed placement	0.232	0.216	0.416	0.483
global placement	0.232	0.216	0.471	0.467
floorplan	0.199	-	0.935	0.447
## path summary, 6_finish.rpt
check                    from          endpoint  slack [ns]
max          present_state[6]     write_enb_reg        0.45
min          present_state[1]  present_state[7]        0.50
max reg2reg           temp[1]  present_state[4]        1.36
min reg2reg  present_state[1]  present_state[7]        0.50
## layout make-up
cell class / count / share of cell area
inverter: 2 / 0.00987
multi-input combinational: 36 / 0.336
timing repair buffer: 22 / 0.286
tap: 46 / 0.0757
clock buffer: 3 / 0.0296
sequential: 10 / 0.263
## registers in the layout, indices dropped and copies added (netlist names)
| register | flops |
|---|---|
| temp | 2 |
| present_state | 8 |
## cell usage after synthesis, types with 2 or more instances
cell,count
sky130_fd_sc_hd__dfxtp_1,10
sky130_fd_sc_hd__nand2_1,2
sky130_fd_sc_hd__o22ai_1,2
sky130_fd_sc_hd__o21a_1,2
sky130_fd_sc_hd__nand3b_1,4
sky130_fd_sc_hd__inv_1,2
sky130_fd_sc_hd__mux2i_1,5
sky130_fd_sc_hd__nor2b_1,2
sky130_fd_sc_hd__nor3_1,2
sky130_fd_sc_hd__nor2_1,3
## worst max-delay path: stages, from the launching register on
cell	delay (ns)
sky130_fd_sc_hd__dfxtp_1	0.34
sky130_fd_sc_hd__or3_1	0.37
sky130_fd_sc_hd__clkdlybuf4s50_1	0.42
## power groups by stage
stage / clock (mW) / combinational [mW] / sequential, mW
final: 0.109 / 0.0502 / 0.178
after global routing: 0.127 / 0.0548 / 0.179
after CTS: 0.114 / 0.0505 / 0.178
Power is estimated from default activity; no workload was simulated.
