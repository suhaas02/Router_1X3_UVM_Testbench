[config.mk]
export PLATFORM = sky130hd
export DESIGN_NAME = register
export DESIGN_NICKNAME = register
export VERILOG_FILES = /design/flow/design.v
export SDC_FILE = /design/flow/constraint.sdc
export NUM_CORES = 4
export LEC_CHECK = 1
export CORE_UTILIZATION = 40
[run.sh]
#!/bin/bash
# OpenROAD 26Q1-2900-gdf79404cd8, Yosys 0.63+post, stock flow scripts
make -C /OpenROAD-flow-scripts/flow DESIGN_CONFIG=/design/flow/config.mk WORK_HOME=/design/flow/orfs finish
[constraint.sdc]
current_design register

set clk_period 3.4
set clk_io_pct 0.2

create_clock -name clk0 -period $clk_period [get_ports {clock}]

set non_clock_inputs [all_inputs -no_clocks]
set_input_delay [expr $clk_period * $clk_io_pct] -clock clk0 $non_clock_inputs
set_output_delay [expr $clk_period * $clk_io_pct] -clock clk0 [all_outputs]
[design.v]
module register(clock,resetn,pkt_valid,
					 data_in,fifo_full,rst_int_reg,
					 detect_add,ld_state,laf_state,
					 full_state,lfd_state,parity_done,
					 low_pkt_valid,err,dout);
input clock,resetn,pkt_valid;
input [7:0] data_in;
input fifo_full,detect_add,ld_state,laf_state,
 full_state,lfd_state,rst_int_reg;
output reg parity_done,low_pkt_valid,err;
output reg [7:0] dout;
 reg [7:0] hold_header_byte,fifo_full_state_byte,internal_parity,packet_parity_byte;
always@(posedge clock)
begin
if(!resetn)
		parity_done<=1'b0;
else if(detect_add)
		parity_done <= 1'b0;
else if(ld_state && !fifo_full && !pkt_valid)
		parity_done <= 1'b1;
else if(laf_state && low_pkt_valid && !parity_done)
		parity_done<=1'b1; 
end
always@(posedge clock)
	begin
		if(!resetn)
			low_pkt_valid <= 1'b0;
		else
			begin
				if(rst_int_reg)
					low_pkt_valid <= 1'b0;
				else if(ld_state && !pkt_valid)
					low_pkt_valid <= 1'b1;
			end
	end
always@(posedge clock)
	begin
	 if(!resetn)
		err<=1'b0;
	 else
		 begin
			if(parity_done)
				begin
					if(internal_parity != packet_parity_byte)
						err<=1'b1;
					else
						err<=1'b0;
				end
		 end
	end
always@(posedge clock)
begin
	if(!resetn)
		dout <= 1'b0;
	else if (detect_add && pkt_valid && data_in[1:0]!=3)
		dout<=dout;
	else if(lfd_state)
		dout <= hold_header_byte;
	else if(ld_state && !fifo_full)
		dout <= data_in;
	else if(ld_state && fifo_full)
		dout <= dout;
	else if(laf_state)
		dout <= fifo_full_state_byte;
	else
		dout <= dout;
 end
always@(posedge clock)
begin
	if(!resetn)
		hold_header_byte <= 8'b0;
	else if(detect_add && pkt_valid && data_in[1:0]!=3)
		hold_header_byte <= data_in;
	else
		hold_header_byte <= hold_header_byte;
end
always@(posedge clock)
	begin
		if(!resetn)
			fifo_full_state_byte <= 8'b0;
		else if(ld_state && fifo_full)
			fifo_full_state_byte <= data_in;
		else 
			fifo_full_state_byte <= fifo_full_state_byte;
	end
always@(posedge clock)
	begin
		if(!resetn)
			internal_parity <= 8'b0;
		else if(detect_add)
			internal_parity <= 8'b0;
		else if(lfd_state)
			internal_parity <= internal_parity ^ hold_header_byte;
		else if(pkt_valid && ld_state && ~full_state)
			internal_parity <= internal_parity ^ data_in;
		else
			internal_parity<=internal_parity;
	end
always@(posedge clock)
	begin
		if(!resetn)
			packet_parity_byte <= 8'b0;
		else if(detect_add)
			packet_parity_byte <= 8'd0;
		else if(ld_state && ~pkt_valid)
			packet_parity_byte <= data_in;
		else
			packet_parity_byte <= packet_parity_byte;
	end
endmodule
==> run_results.csv <==
group,metric,value,unit
die,row_count,24,
placement,port_buffers,28,
clock_network,tritoncts,"yes",
worst_setup_path,cp_max_fo,14,
timing,slew_headroom,54.12,%
clock_network,ctsResizeCount,0,
routing,antenna_left,0,
power_and_ir_drop,pwr-share-comb,12.3,%
logic_synthesis,logic_family,"simple AND/OR/NAND/NOR gates",
logic_synthesis,ys_area,0.001924,mm²
clock_network,numCtsBuffers,5,
timing,worst_pin_slew,0.6881,ns
grt,grt_max_degree,29,
logic_synthesis,flop_cell,"dfxtp_1",
grt,grt_pass1_vias,1465,
power_and_ir_drop,power_frac_clock,38.0,%
cells_and_area,final_cell_mix,"43 x dfxtp_1, 36 x nand2_1, 28 x clkdlybuf4s50_1",
clock_network,hold_buffers,0,
grt,grt_usage,19.02,%
worst_setup_path,start_kind,"input port",
cells_and_area,final.fill_count,418,
outcome,outcome,"finished, final reports clean",
routing,first_pass_iters,21,
grt,gr-total-overflow,0,
logic_synthesis,synth.distinct_cells,31,
routing,antenna_cells,0,
logic_synthesis,synth-edff-count,0,
worst_setup_path,critPathSlowestCell,"clkdlybuf4s50_1",
logic_synthesis,mux_share,12.48,%
placement,place.gp.congestion,0.8158,
power_and_ir_drop,seqPwrFrac,49.7,%
logic_synthesis,ys_cells,206,
logic_synthesis,ys_sh_aoi,13.59,%
worst_setup_path,critPathKind,"input port to register",
power_and_ir_drop,vdd_drop_max,0.2761,mV
worst_setup_path,crit_chain,"clkdlybuf4s50_1, nand2b_4, a32oi_4, nand2_4, o22ai_1",
worst_setup_path,cp_data_required_time,3.61,ns
power_and_ir_drop,p_sw,0.0002467,W
job,warnings,25,
power_and_ir_drop,internal_power,0.0008260,W
clock_network,clk_pin_slew,0.08,ns
worst_setup_path,arrival,2.47,ns
placement,dp_hpwl,2.962,mm
logic_synthesis,syn_area_per_cell,9.341,µm²
timing,finalSetupViolations,0,
timing,rsz0062_at_grt,"no",
die,design.core.area,0.004474,mm²
worst_setup_path,worstReg2RegStart,"internal_parity[7]",
job,cap_violations,0,
routing,routed-via-count,1477,
routing,wirelength,4.212,mm
power_and_ir_drop,p_sw_share,23.00,%
die,ios,29,
routing,wire_per_inst,14.83,µm
die,die_width,71.36,µm
worst_setup_path,critPathMaxStageDelay,0.79,ns
logic_synthesis,syn_area,0.001924,mm²
clock_network,worstSkewPairLatency,0.29,ns
logic_synthesis,ys_sh_xor,7.282,%
worst_setup_path,ff2ff_path_depth,4,
logic_synthesis,ys_seq_share,44.73,%
grt,grt_pass1_wl,7.341,mm
logic_synthesis,fa_ha_area_share,0,%
logic_synthesis,netlist_instances,206,
logic_synthesis,numSynthFlops,43,
routing,avgViaCountPerCell,5.201,
power_and_ir_drop,cellPowerDensity,458.9,mW/mm²
timing,finalCritPeriodShare,66.32,%
logic_synthesis,synthArstFlopShare,0,%
cells_and_area,comb_area,994.7,µm²
cells_and_area,fin_util,52.24,%
die,initCoreUtil,43.01,%
worst_setup_path,end_kind,"register",
cells_and_area,lay_top_count,"dfxtp_1",
clock_network,htree_levels,2,
die,die-height,71.36,µm
clock_network,clockBufferDepth,2,
clock_network,cts_root_buf,"clkbuf_8",
min_path,hold_path.class,"register to register",
min_path,hold-path-cell-count,2,
worst_setup_path,worstSetupStartpoint,"ld_state",
timing,finalSetupTns,0,ns
timing,slew_viol_final,0,
timing,max_freq,443.5,MHz
routing,drc,0,
routing,drt_iter0_drc,65,
die,chip_area,0.005092,mm²
cells_and_area,syn_to_final_growth,21.46,%
grt,antenna_found_initial,0,
timing,finalCriticalPeriod,2.255,ns
cells_and_area,drive_above_1_share,9.483,%
timing,finalClockSkew,0.007906,ns
logic_synthesis,simple_gate_area_share,18.34,%
min_path,hold_start,"fifo_full_state_byte[5]",
clock_network,cts_setup_buffers,0,
cells_and_area,flop_area,860.8,µm²
clock_network,clock_sinks,43,
logic_synthesis,ys_warn_count,1,
power_and_ir_drop,cellLeakagePower,0.8922,nW
timing,hold_violations,0,
[kinds of logic after synthesis]
family	count (synthesis)
xor gates and xnor gates	16
and+or+nand+nor	74
buffers and inverters	13
DFF	43
muxes	23
AOI/OAI and AO/OA	37
[worst max-delay path, delay by kind of cell]
family                 cells  cell delay [ns]
buffers and inverters      1             0.79
AND-OR/OR-AND              2             0.65
AND/OR/NAND/NOR            2             0.34
[synthesized netlist by cell type, types with 2 or more instances]
| cell | instances | area, µm² |
|---|---|---|
| nand2_1 | 36 | 135.1 |
| xnor2_1 | 5 | 43.79 |
| nand2b_1 | 3 | 18.77 |
| nand3_1 | 8 | 40.04 |
| a31oi_1 | 2 | 12.51 |
| xor2_1 | 11 | 96.34 |
| nor2b_1 | 9 | 56.30 |
| dfxtp_1 | 43 | 860.8 |
| buf_6 | 2 | 22.52 |
| buf_2 | 3 | 15.01 |
| mux2_2 | 8 | 90.09 |
| nor2_1 | 11 | 41.29 |
| a21oi_1 | 8 | 40.04 |
| clkbuf_1 | 5 | 18.77 |
| a21boi_0 | 9 | 67.56 |
| o21ai_0 | 2 | 10.01 |
| mux2i_1 | 15 | 150.1 |
| a22oi_1 | 7 | 52.55 |
| o22ai_1 | 7 | 43.79 |
[registers in the layout, indices dropped and copies added (netlist names)]
name / cells
internal_parity: 8
packet_parity_byte: 8
dout: 8
low_pkt_valid: 1
err: 1
parity_done: 1
hold_header_byte: 8
fifo_full_state_byte: 8
[power groups by stage]
| stage | clock (W) | combinational [W] | sequential, W |
|---|---|---|---|
| CTS | 0.000420 | 0.000132 | 0.000533 |
| global route | 0.000443 | 0.000147 | 0.000536 |
| finish | 0.000408 | 0.000132 | 0.000533 |
[area by class of cell]
| cell class | count | share of cell area, % |
|---|---|---|
| flip-flops and latches | 43 | 36.83 |
| repair buffers | 30 | 12.63 |
| inverters | 1 | 0.1606 |
| well taps | 52 | 2.784 |
| clock inverters | 2 | 1.499 |
| clock buffers | 6 | 3.533 |
| multi-input cells | 150 | 42.56 |
[final timing paths]
| path | endpoint | slack (ns) |
|---|---|---|
| setup / recovery | dout[7] | 1.15 |
| hold / removal | fifo_full_state_byte[5] | 0.47 |
| setup reg to reg | err | 2.34 |
| hold reg to reg | fifo_full_state_byte[5] | 0.47 |
[metrics by stage]
stage | hold WS [ns] | power, W | std cells | area, µm² | worst slack (ns)
after detailed placement | 0.4599 | 0.0006766 | 276 | 2220 | 0.8675
after floorplan | 0.4325 | 0.0006226 | 206 | 1924 | 1.667
after CTS | 0.4718 | 0.001086 | 284 | 2337 | 1.171
final | 0.4661 | 0.001073 | 284 | 2337 | 1.145
after global routing | 0.4880 | 0.001126 | 284 | 2337 | 1.032
after global placement | 0.4518 | 0.0006781 | 276 | 2220 | 0.8818
[per-layer routing]
metal | routed length, µm | share of wire, % | vias to the layer above | GRT usage, %
met1 | 2131 | 51 | 665 | 31.44
met3 | 266 | 6.3 | 4 | 3.138
met2 | 1798 | 43 | 46 | 28.04
met4 | 16 | 0.38 | 0 | 2.222
li1 | - | - | 762 | -
met5 | 0 | 0 | - | 0
Power and IR drop assume default switching activity.
